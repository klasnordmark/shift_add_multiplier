$ cat /design/flow/run.sh
#!/bin/bash
# OpenROAD 26Q1-2900-gdf79404cd8, Yosys 0.63+post, stock flow scripts
make -C /OpenROAD-flow-scripts/flow DESIGN_CONFIG=/design/flow/config.mk WORK_HOME=/design/flow/orfs finish
$ cat /design/flow/config.mk
export PLATFORM = sky130hd
export DESIGN_NAME = shift_add_multiplier
export DESIGN_NICKNAME = shift_add_multiplier
export VERILOG_FILES = /design/flow/design.v
export SDC_FILE = /design/flow/constraint.sdc
export NUM_CORES = 4
export LEC_CHECK = 1
export CORE_UTILIZATION = 50
$ cat /design/flow/constraint.sdc
current_design shift_add_multiplier

set clk_period 5.1
set clk_io_pct 0.2

create_clock -name clk0 -period $clk_period [get_ports {clk}]

set non_clock_inputs [all_inputs -no_clocks]
set_input_delay [expr $clk_period * $clk_io_pct] -clock clk0 $non_clock_inputs
set_output_delay [expr $clk_period * $clk_io_pct] -clock clk0 [all_outputs]
$ cat /design/flow/design.v
`default_nettype none `timescale 1ns / 1ns
module shift_add_multiplier #(
    parameter integer WIDTH = 16
) (
    input wire clk,
    input wire reset_n,
    input wire tvalid_slave_1,
    input signed [WIDTH-1:0] tdata_slave_1,
    output wire tready_slave_1,
    input wire tvalid_slave_2,
    input signed [WIDTH-1:0] tdata_slave_2,
    output wire tready_slave_2,
    output reg tvalid_master,
    output reg signed [WIDTH-1:0] tdata_master,
    input wire tready_master
);
  localparam StateInput = 0;
  localparam StateSignCorrection = 1;
  localparam StateCalc = 2;
  localparam StateOutput = 3;
  reg signed [2*WIDTH:0] product;
  wire input_transaction_1;
  wire input_transaction_2;
  wire output_transaction;
  reg [2:0] state;
  reg received_1;
  reg received_2;
  reg signed [WIDTH-1:0] factor_a;
  reg signed [WIDTH-1:0] factor_b;
  reg [$clog2(WIDTH-1):0] counter;
  assign input_transaction_1 = tvalid_slave_1 & tready_slave_1;
  assign input_transaction_2 = tvalid_slave_2 & tready_slave_2;
  assign output_transaction = tvalid_master & tready_master;
  assign tready_slave_1 = !received_1 & reset_n;
  assign tready_slave_2 = !received_2 & reset_n;
  always @(posedge clk) begin
    case (state)
      StateInput: begin
        if ((input_transaction_1 | received_1) & (input_transaction_2 | received_2)) begin
          state <= StateSignCorrection;
        end
        if (input_transaction_1) begin
          received_1 <= 1;
          factor_a   <= tdata_slave_1;
        end
        if (input_transaction_2) begin
          received_2 <= 1;
          factor_b   <= tdata_slave_2;
        end
      end
      StateSignCorrection: begin
        state <= StateCalc;
        product[2*WIDTH:WIDTH] <= {factor_a[WIDTH-1], {(WIDTH) {1'b0}}};
        if (factor_a < 0) begin
          factor_a <= ~factor_a + 1;
          product[WIDTH-1:0] <= ~factor_b + 1;
        end else begin
          product[WIDTH-1:0] <= factor_b;
        end
      end
      StateCalc: begin
        if (product[0] == 1) begin
          if (counter == WIDTH) begin
            product <= ({product[2*WIDTH:WIDTH] - factor_a, product[WIDTH-1:0]}) >>> 1;
          end else begin
            product <= ({product[2*WIDTH:WIDTH] + factor_a, product[WIDTH-1:0]}) >>> 1;
          end
        end else begin
          product <= product >>> 1;
        end
        if (counter == WIDTH) begin
          state <= StateOutput;
          tvalid_master <= 1;
          tdata_master <= product[WIDTH-1:0];
          counter <= 0;
        end else begin
          counter <= counter + 1;
        end
      end
      StateOutput: begin
        if (output_transaction) begin
          state <= StateInput;
          tvalid_master <= 0;
          received_1 <= 0;
          received_2 <= 0;
        end
      end
      default: begin
      end
    endcase
    if (!reset_n) begin
      state <= StateInput;
      product <= 0;
      received_1 <= 0;
      received_2 <= 0;
      factor_a <= 0;
      factor_b <= 0;
      counter <= 0;
      tvalid_master <= 0;
      tdata_master <= 0;
    end
  end
endmodule
==> run notes <==
run results: placeable core area=11470 um^2, cells after synthesis=798, Post-CTS Hold Buffers=0, yosys simple share=22.06%, crit-path max FO=31, drt drc=0, Switching Share=30.23%, Worst-Margin Slew=705.9 ps, relative slew slack=52.44%, type of the most critical hold path=register to register, final setup TNS=0 ps, cell area power density=284.2 nW/um^2, XOR/XNOR Area Share=4.166%, Clock Pin Slew Worst Setup and Hold Paths=70 ps, Sink Count=93, DRT iter0 DRCs=501, Final min period=3524 ps, Synth Area per Inst=7.377 um^2, area fraction in compound gates after synthesis=26.31%, number of enable flip-flop cells=0, Clk pwr share=37.9%, die area=12210 um^2, Max VDD drop=0.2712 mV, Mapped Area=5887 um^2, Final period util=69.11%, CP Class=primary input to output pin, GP Congestion=0.9334, die width=110.5 um, Top cell excl fill/tap=nand2_1, Max-Cap Viols=0, Flop pwr share=41.5%, OpenROAD warnings=43, crit-path max cell delay=490 ps, vias in the first global route=5192, Setup Viol. Count Final=0, CP Cell Sequence=clkdlybuf4s50_1 -> buf_4 -> inv_2 -> nor2_1 -> clkdlybuf4s50_1, Data required, critical path=4080 ps, status=completed, Final Hold Fails=0, via count=5772, clk buf depth=2, Remaining Overflow, GRT=0, Final ANT Viol Nets=0, startpoint types=primary input, number of synthesis warnings=1, synthesis-stage register bit count=93, # port buffers=55, comb area leader=AND-OR/OR-AND gates, worst-skew pair later-pin latency=340 ps, most frequent logic cells in the routed design=nand2_1, a21oi_1, dfxtp_1, cell mode on critical path=clkdlybuf4s50_1, clock root buffer=clkbuf_16, Routed wire per std cell=16.51 um, maximum clock rate=283.7 MHz, RSZ-0062 raised after global routing=false, Yosys Instances=798, Logic pwr share=20.6%, first-pass GRT wire length=26720 um, Final HPWL DP=11550 um, share of cells above drive strength 1=4.567%, P&R area growth vs syn=16.60%, static leakage=2.663 nW, initial antenna violation count=0, CTS tree=done, internal cell power=0.001361 W, Total GRT Usage=27.26%, floorplan utilization=51.34%, Psw=0.0005897 W, Async S/R FF share, synth=0%, Core Rows=39, antenna fix cells=0, final wirelength=16100 um, Synth Area in Adders=8.332%, worst clock skew=6.855 ps, Yosys cell types=59, pins over their slew limit=0, mux share=1.403%, vias per cell=5.920, Top FF cell, synth=dfxtp_1, Yosys Chip Area=5887 um^2, boundary pin count=56, final core occ=59.86%, CP Capture Type=output pin, die y size=110.5 um, cts repair resizes=0, TritonRoute pass-1 iters=5, arrival time at the worst endpoint=2500 ps, post-CTS setup buffer count=0, cts bufs inserted=9, largest net degree at the start of global routing=68, Slowest-stage cell, CP=clkdlybuf4s50_1, register share after synthesis=31.63%, CTS H-tree depth=3
[per-layer routing]
metal	wire length [um]	vias up	global-route usage, %
met3	1118	14	4.924
met5	0	-	0
met4	175	0	3.022
met2	6764	199	39.01
met1	8043	2659	45.10
li1	-	2900	-
[cell usage after synthesis, drive strengths merged (3+ instances only)]
| cell | n | share of area, % |
|---|---|---|
| and4 | 3 | 0.45 |
| nor3b | 3 | 0.38 |
| or3 | 3 | 0.32 |
| o21ai | 37 | 3.1 |
| nand2b | 9 | 0.96 |
| a41o | 3 | 0.51 |
| nor3 | 21 | 1.8 |
| nor4 | 7 | 0.74 |
| clkbuf | 36 | 2.3 |
| o31ai | 9 | 1.1 |
| o311ai | 6 | 0.89 |
| nand4 | 7 | 0.74 |
| a2111oi | 4 | 0.70 |
| xor2 | 14 | 2.1 |
| nand2 | 115 | 7.3 |
| xnor2 | 14 | 2.1 |
| and3 | 11 | 1.2 |
| a211oi | 20 | 2.6 |
| nor2 | 71 | 4.5 |
| a21o | 3 | 0.38 |
| a31oi | 10 | 1.1 |
| inv | 45 | 2.9 |
| o211ai | 4 | 0.51 |
| a31o | 3 | 0.45 |
| mux2i | 6 | 1.0 |
| and2 | 7 | 0.74 |
| o21bai | 3 | 0.38 |
| a221oi | 8 | 1.2 |
| dfxtp | 93 | 32 |
| a21oi | 114 | 9.7 |
| o22ai | 11 | 1.2 |
| nand3 | 14 | 1.2 |
| buf | 12 | 0.81 |
| ha | 36 | 7.7 |
| nor2b | 6 | 0.64 |
[final cells by class]
cell class | count | area (um^2)
clock buffer | 10 | 239.0
clock inverter | 6 | 92.59
fill | 1005 | 4603
inverter | 47 | 176.4
multi-input combinational | 610 | 3681
sequential | 93 | 1863
tap | 143 | 178.9
timing repair buffer | 66 | 633.1
[registers in the layout, summed over array words and instances (netlist names)]
name / cells
factor_b: 16
received_2: 1
product: 33
tdata_master: 16
state: 4
tvalid_master: 1
factor_a: 16
received_1: 1
counter: 5
[final timing paths]
check | from | to | slack, ps | cells past startpoint
worst max-delay path | reset_n | tready_slave_2 | 1580 | 5
worst min-delay path | tdata_master[3]$_SDFFE_PN0P_ | tdata_master[3]$_SDFFE_PN0P_ | 450 | 2
worst max register to register | factor_a[1]$_SDFFE_PN0P_ | product[27]$_SDFFE_PN0P_ | 2090 | 10
worst min register to register | tdata_master[3]$_SDFFE_PN0P_ | tdata_master[3]$_SDFFE_PN0P_ | 450 | 2
[power groups by stage]
stage	combinational, W	clock, W	sequential [W]
final	0.000402	0.000739	0.000810
after global routing	0.000447	0.000775	0.000817
after CTS	0.000394	0.000750	0.000809
[worst max-delay path, delay by kind of cell]
| family | cells | cell delay [ps] |
|---|---|---|
| buf+inv | 4 | 1320 |
| simple gates | 1 | 160 |
[through the flow]
| step | cell area [um^2] | total power [W] | setup slack, ps | std cells | hold WS (ps) |
|---|---|---|---|---|---|
| 2_1_floorplan | 5887 | 0.001091 | 2354 | 798 | 421.8 |
| 6_report | 6864 | 0.001951 | 1576 | 975 | 453.0 |
| 3_5_place_dp | 6533 | 0.001215 | 1582 | 959 | 447.4 |
| 3_3_place_gp | 6533 | 0.001211 | 1596 | 959 | 445.1 |
| 4_1_cts | 6864 | 0.001953 | 1574 | 975 | 456.3 |
| 5_1_grt | 6864 | 0.002039 | 1466 | 975 | 474.8 |
[cells by family (layout without fill, tap and decap cells)]
family | Yosys count | in the layout
buffers and inverters | 95 | 129
and+or+nand+nor | 284 | 284
xor gates and xnor gates | 28 | 28
AOI/OAI and AO/OA | 252 | 252
muxes | 8 | 8
DFF | 93 | 93
adders and majority gates | 38 | 38
No activity file was given, so power comes from the tool's default toggle rates.
